==> design.v <==
module datapathFSM(SW, KEY, CLOCK_50, LEDR, HEX0, HEX1);
    input [9:0] SW;
    input [3:0] KEY;
    input CLOCK_50;
    output [9:0] LEDR;
    output [6:0] HEX0, HEX1;
    wire resetn;
    wire go;
    wire [7:0] data_result;
    assign go = ~KEY[1];
    assign resetn = KEY[0];
    part2 u0(
        .clk(CLOCK_50),
        .resetn(resetn),
        .go(go),
        .data_in(SW[7:0]),
        .data_result(data_result)
    );
    assign LEDR[9:0] = {2'b00, data_result};
    hex_decoder H0(
        .hex_digit(data_result[3:0]), 
        .segments(HEX0)
        );
    hex_decoder H1(
        .hex_digit(data_result[7:4]), 
        .segments(HEX1)
        );
endmodule
module part2(
    input clk,
    input resetn,
    input go,
    input [7:0] data_in,
    output [7:0] data_result
    );
    wire ld_a, ld_b, ld_c, ld_x, ld_r;
    wire ld_alu_out;
    wire [1:0]  alu_select_a, alu_select_b;
    wire alu_op;
    control C0(
        .clk(clk),
        .resetn(resetn),
        .go(go),
        .ld_alu_out(ld_alu_out), 
        .ld_x(ld_x),
        .ld_a(ld_a),
        .ld_b(ld_b),
        .ld_c(ld_c), 
        .ld_r(ld_r), 
        .alu_select_a(alu_select_a),
        .alu_select_b(alu_select_b),
        .alu_op(alu_op)
    );
    datapath D0(
        .clk(clk),
        .resetn(resetn),
        .ld_alu_out(ld_alu_out), 
        .ld_x(ld_x),
        .ld_a(ld_a),
        .ld_b(ld_b),
        .ld_c(ld_c), 
        .ld_r(ld_r), 
        .alu_select_a(alu_select_a),
        .alu_select_b(alu_select_b),
        .alu_op(alu_op),
        .data_in(data_in),
        .data_result(data_result)
    );
 endmodule        
module control(
    input clk,
    input resetn,
    input go,
    output reg  ld_a, ld_b, ld_c, ld_x, ld_r,
    output reg  ld_alu_out,
    output reg [1:0]  alu_select_a, alu_select_b,
    output reg alu_op
    );
    reg [3:0] current_state, next_state; 
    localparam  S_LOAD_A        = 4'd0,
                S_LOAD_A_WAIT   = 4'd1,
                S_LOAD_B        = 4'd2,
                S_LOAD_B_WAIT   = 4'd3,
                S_LOAD_C        = 4'd4,
                S_LOAD_C_WAIT   = 4'd5,
                S_LOAD_X        = 4'd6,
                S_LOAD_X_WAIT   = 4'd7,
                S_CYCLE_0       = 4'd8,
                S_CYCLE_1       = 4'd9,
                S_CYCLE_2       = 4'd10,
					 S_CYCLE_3		  = 4'd11,
					 S_CYCLE_4		  = 4'd12;
    always@(*)
    begin: state_table 
            case (current_state)
                S_LOAD_A: next_state = go ? S_LOAD_A_WAIT : S_LOAD_A;  
                S_LOAD_A_WAIT: next_state = go ? S_LOAD_A_WAIT : S_LOAD_B;  
                S_LOAD_B: next_state = go ? S_LOAD_B_WAIT : S_LOAD_B;  
                S_LOAD_B_WAIT: next_state = go ? S_LOAD_B_WAIT : S_LOAD_C;  
                S_LOAD_C: next_state = go ? S_LOAD_C_WAIT : S_LOAD_C;  
                S_LOAD_C_WAIT: next_state = go ? S_LOAD_C_WAIT : S_LOAD_X;  
                S_LOAD_X: next_state = go ? S_LOAD_X_WAIT : S_LOAD_X;  
                S_LOAD_X_WAIT: next_state = go ? S_LOAD_X_WAIT : S_CYCLE_0;  
                S_CYCLE_0: next_state = S_CYCLE_1;
					 S_CYCLE_1: next_state = S_CYCLE_2;
					 S_CYCLE_2: next_state = S_CYCLE_3;
					 S_CYCLE_3: next_state = S_CYCLE_4;
                S_CYCLE_4: next_state = S_LOAD_A;  
            default:     next_state = S_LOAD_A;
        endcase
    end  
    always @(*)
    begin: enable_signals
        ld_alu_out = 1'b0;
        ld_a = 1'b0;
        ld_b = 1'b0;
        ld_c = 1'b0;
        ld_x = 1'b0;
        ld_r = 1'b0;
        alu_select_a = 2'b00;
        alu_select_b = 2'b00;
        alu_op       = 1'b0;
        case (current_state)
            S_LOAD_A: begin
                ld_a = 1'b1;
                end
            S_LOAD_B: begin
                ld_b = 1'b1;
                end
            S_LOAD_C: begin
                ld_c = 1'b1;
                end
            S_LOAD_X: begin
                ld_x = 1'b1;
                end
            S_CYCLE_0: begin  
					ld_alu_out= 1'b1;
					ld_b = 1'b1;  
					alu_select_a = 2'b01;  
					alu_select_b = 2'b11;  
					alu_op = 1'b1;  
				end
				S_CYCLE_1: begin  
					ld_b = 1'b0;
					ld_alu_out = 1'b1;
					ld_a = 1'b1;  
					alu_select_a = 2'b00;  
					alu_select_b = 2'b11;  
					alu_op = 1'b1;  
				end
				S_CYCLE_2: begin  
					ld_alu_out = 1'b1;
					ld_a = 1'b1;  
					alu_select_a = 2'b00;  
					alu_select_b = 2'b11;  
					alu_op = 1'b1;  
				end
				S_CYCLE_3: begin  
					ld_alu_out = 1'b1;
					ld_a = 1'b1;  
					alu_select_a = 2'b00;  
					alu_select_b = 2'b01;  
					alu_op = 1'b0;  
				end
				S_CYCLE_4: begin  
					ld_a = 1'b0;
					ld_r = 1'b1;  
					alu_select_a = 2'b00;  
					alu_select_b = 2'b10;  
					alu_op = 1'b0;  
				end
        endcase
    end  
    always@(posedge clk)
    begin: state_FFs
        if(!resetn)
            current_state <= S_LOAD_A;
        else
            current_state <= next_state;
    end  
endmodule
module datapath(
    input clk,
    input resetn,
    input [7:0] data_in,
    input ld_alu_out, 
    input ld_x, ld_a, ld_b, ld_c,
    input ld_r,
    input alu_op, 
    input [1:0] alu_select_a, alu_select_b,
    output reg [7:0] data_result
    );
    reg [7:0] a, b, c, x;
    reg [7:0] alu_out;
    reg [7:0] alu_a, alu_b;
    always @ (posedge clk) begin
        if (!resetn) begin
            a <= 8'd0; 
            b <= 8'd0; 
            c <= 8'd0; 
            x <= 8'd0; 
        end
        else begin
            if (ld_a)
                a <= ld_alu_out ? alu_out : data_in;  
            if (ld_b)
                b <= ld_alu_out ? alu_out : data_in;  
            if (ld_x)
                x <= data_in;
            if (ld_c)
                c <= data_in;
        end
    end
    always @ (posedge clk) begin
        if (!resetn) begin
            data_result <= 8'd0; 
        end
        else 
            if(ld_r)
                data_result <= alu_out;
    end
    always @(*)
    begin
        case (alu_select_a)
            2'd0:
                alu_a = a;
            2'd1:
                alu_a = b;
            2'd2:
                alu_a = c;
            2'd3:
                alu_a = x;
            default: alu_a = 8'd0;
        endcase
        case (alu_select_b)
            2'd0:
                alu_b = a;
            2'd1:
                alu_b = b;
            2'd2:
                alu_b = c;
            2'd3:
                alu_b = x;
            default: alu_b = 8'd0;
        endcase
    end
    always @(*)
    begin : ALU
        case (alu_op)
            0: begin
                   alu_out = alu_a + alu_b;  
               end
            1: begin
                   alu_out = alu_a * alu_b;  
               end
            default: alu_out = 8'd0;
        endcase
    end
endmodule
module hex_decoder(hex_digit, segments);
    input [3:0] hex_digit;
    output reg [6:0] segments;
    always @(*)
        case (hex_digit)
            4'h0: segments = 7'b100_0000;
            4'h1: segments = 7'b111_1001;
            4'h2: segments = 7'b010_0100;
            4'h3: segments = 7'b011_0000;
            4'h4: segments = 7'b001_1001;
            4'h5: segments = 7'b001_0010;
            4'h6: segments = 7'b000_0010;
            4'h7: segments = 7'b111_1000;
            4'h8: segments = 7'b000_0000;
            4'h9: segments = 7'b001_1000;
            4'hA: segments = 7'b000_1000;
            4'hB: segments = 7'b000_0011;
            4'hC: segments = 7'b100_0110;
            4'hD: segments = 7'b010_0001;
            4'hE: segments = 7'b000_0110;
            4'hF: segments = 7'b000_1110;   
            default: segments = 7'h7f;
        endcase
endmodule
==> run.sh <==
#!/bin/bash
# OpenROAD 26Q1-2900-gdf79404cd8, Yosys 0.63+post, stock flow scripts
make -C /OpenROAD-flow-scripts/flow DESIGN_CONFIG=/design/flow/config.mk WORK_HOME=/design/flow/orfs finish
==> config.mk <==
export PLATFORM = sky130hd
export DESIGN_NAME = datapathFSM
export DESIGN_NICKNAME = datapathFSM
export VERILOG_FILES = /design/flow/design.v
export SDC_FILE = /design/flow/constraint.sdc
export NUM_CORES = 4
export LEC_CHECK = 1
export CORE_UTILIZATION = 50
==> constraint.sdc <==
current_design datapathFSM

set clk_period 8.5
set clk_io_pct 0.2

create_clock -name clk0 -period $clk_period [get_ports {CLOCK_50}]

set non_clock_inputs [all_inputs -no_clocks]
set_input_delay [expr $clk_period * $clk_io_pct] -clock clk0 $non_clock_inputs
set_output_delay [expr $clk_period * $clk_io_pct] -clock clk0 [all_outputs]
==> changes_impl.md <==
## Implementation

* Worst path depth at 19
* Fin crit period at 5.705 ns
* Total of max-cap violations at 0
* Synthesized cell area at 0.004327 sq mm
* Critical path's most frequent cell: inv_1
* Min-delay src: u0.D0.x[7]$_SDFFE_PN0P_
* Rows at 33
* Syn avg cell area at 8.976 sq um
* Insertion Delay late pin at 0.34 ns
* Critical path cell sequence: buf_4 -> mux4_2 -> ha_1 -> inv_1 -> fa_1 -> inv_1 -> ha_1 -> fa_1 -> inv_1 -> fa_1 -> inv_1 -> ha_1 -> a21oi_1 -> xnor3_1 -> xnor3_1 -> nand2_2 -> a31o_4 -> or3_1 -> o221a_2
* Cycle use final at 67.11%
* Largest type area fraction at a little under a third
* Global-route wire length before repair at 14,910 um
* Chip area at 0.009030 sq mm
* Status: finished, final reports clean
* Critical path type: reg -> reg
* Gate power share at 15.1%
* Post-synth regs at 67
* Via density at 5.299
* Slew headroom at a little over half
* Most numerous logic cell after layout: nor2_1
* Final WL at ~8900 um
* H-tree level count at 3
* Port Buffers at 32
* Worst hold slack at 0.4926 ns
* CP Capture Type: register
* Clk_skew at between 0.01 and 0.015 ns
* Core region area at a little over 0.008 sq mm
* Hold Buf Count CTS at 0
* CTS buffer count at 9
* Number of cells in Yosys stat at 482
* Die height at 95.03 um
* Worst setup startpoint: u0.D0.alu_select_b[0]$_SDFF_PN0_
* Clock share of power at 35.2%
* Detailed placement HPWL at 6704 um
* Startpoint Class: register
* P_int at between 400 and 500 uW
* Final Hold Fails at 0
* Slowest cell delay on critical path at approximately 0.64 ns
* Post-synth EDFFs at 0
* Final GP Congestion at ~0.9
* Syn Inst Count at 482
* Switch share at between 20 and 30%
* Top Layout Cells: 68 x nor2_1, 67 x dfxtp_1, 44 x inv_1
* Asr flop ratio synth at 0%
* Init Core Util at 52.13%
* Seq pwr share at 49.8%
* Final setup fails at 0
* CTS tree: yes
* TritonRoute pass-1 iters at 4
* Max Freq at 175.3 MHz
* Grt total ovfl at 0
* Worst path bufs/invs at 5
* OpenROAD warnings at 37
* NetSw at between 150 and 200 uW
* Drt wl/cell at 14.45 um
* I/O pin count at 39
* Synthesis area per yosys at 0.004327 sq mm
* Synth warn at 3
* Setup Fix Bufs, Post-CTS at 0
* Final Max Slew Viols at 0
* Total GRT Usage at 22.39%
* Leak at roughly 2.1 nW
* Layout cells sized above 1 at 9.198%
* WP data required at 8.73 ns
* # DRC at 0
* DR vias at 3,264
* Top_reg_cell synth: dfxtp_1
* Peak VDD IR at 0.1158 mV
* Seq/Total Area, Yosys at between 30% and 40%
* Power per cell area at 135.4 mW/mm^2
* Initial DRC Count at 159
* Clock Sinks at 67
* CTS resizes at 0
* WP data arrival at 5.94 ns
* Top cells by area: dfxtp_1 31%, ha_1 9.5%, mux2i_1 9.0%, fa_1 6.0%, nor2_1 5.9%
* RSZ-0062 raised after global routing: false
* Area delta synth->final at 11.97%
* Crit-path leading delay family: adder cells
* Max Fanout on Critical Path at 26
* Netlist cell types at 59
* Total negative slack at 0 ns
* Vias in the first global route at 3,149
* CP max stage cell: mux4_2
* # fillers at between 700 and 800
* Clock Path Buffers at 2
* Slew @ Worst Pin at approximately 0.7 ns
* Largest net degree at the start of global routing at 38
* Initial antenna violation count at 0
* Ant. Diodes at 0
* DIE WIDTH at between 90 and 100 um
* Clock slew at reported path FFs at roughly 0.07 ns
* Reg2reg path depth at 19
* R2r startpoint: u0.D0.alu_select_b[0]$_SDFF_PN0_
* Antenna Nets Post-Route at 0
* Min-Delay Path Class: reg -> reg
* Root Driver: clkbuf_8
* Dominant cell type by area after synthesis: dfxtp_1
* Hold path depth at 2
kinds of logic (layout without fill, tap and decap cells):
kind of cell,Yosys count,after routing,synth area share (%)
compound gates,79,79,12.23
xor+xnor,20,20,5.032
fa+ha+maj,46,46,15.56
buf+inv,76,104,7.490
flops,67,67,31.00
mux,52,52,14.31
other cells,1,2,0.08667
simple gates,141,141,14.29
worst paths after layout:
check | slack [ns] | endpoint
setup / recovery | 2.80 | HEX1[0]$_DFF_P_
hold / removal | 0.49 | u0.D0.x[7]$_SDFFE_PN0P_
setup reg to reg | 2.80 | HEX1[0]$_DFF_P_
hold reg to reg | 0.49 | u0.D0.x[7]$_SDFFE_PN0P_
state kept, by name, summed over array words and instances (netlist names):
signal and cells:
u0.D0.a 8, u0.D0.b 8, u0.D0.c 8, u0.D0.data_result 8, u0.D0.x 8, HEX0 7, HEX1 7, u0.C0.current_state 4
u0.D0.alu_select_b 2, u0.C0.ld_a 1, u0.C0.ld_b 1, u0.C0.ld_c 1, u0.C0.ld_r 1, u0.C0.ld_x 1, u0.D0.alu_op 1, u0.D0.alu_select_a 1
area by class of cell:
cell class	count	area (sq um)	area share (%)
multi-input cells	340	2665	55.01
flip-flops and latches	67	1341	27.69
repair buffers	34	335.3	6.921
inverters	54	202.7	4.184
well taps	105	131.4	2.712
clock buffers	10	127.6	2.634
clock inverters	6	41.29	0.8523
power by group through the flow:
stage     logic (mW)  clock network [mW]  registers (mW)
4_1_cts       0.0993               0.239           0.326
5_1_grt        0.111               0.254           0.327
6_report      0.0989               0.231           0.326
cells in the mapped netlist (4+ instances only):
| cell type | count |
|---|---|
| a21o_1 | 4 |
| a21oi_1 | 29 |
| and2_1 | 9 |
| buf_4 | 4 |
| clkbuf_1 | 12 |
| dfxtp_1 | 67 |
| fa_1 | 13 |
| ha_1 | 33 |
| inv_1 | 44 |
| inv_2 | 9 |
| mux2i_1 | 39 |
| mux4_2 | 7 |
| nand2_1 | 36 |
| nand2b_1 | 5 |
| nand3_1 | 4 |
| nor2_1 | 68 |
| nor3_1 | 8 |
| o21a_1 | 4 |
| o21ai_0 | 4 |
| o21ai_1 | 10 |
| o22ai_1 | 5 |
| xnor2_1 | 14 |
metrics by stage:
step	total power [mW]	std cells	instance area, sq um	setup slack (ns)	util, %
global placement	0.4317	600	4676	2.814	56.34
finish	0.6559	616	4845	2.795	58.37
floorplan	0.4033	483	4330	3.457	-
global route	0.6928	616	4845	2.436	58.37
CTS	0.6645	616	4845	2.767	58.37
detailed placement	0.4317	600	4676	2.794	56.34
tightest hold or removal path, delay by kind of cell, from the launching register on:
family	cells	cell delay, ns
DFF	1	0.32
muxes	1	0.07
and+or+nand+nor	1	0.07
metal layers:
layer	share of wire, %	wire length (um)	GRT usage (%)	up-vias
li1	-	-	-	1658
met1	49	4326	33.23	1509
met4	0.90	80	2.904	0
met5	0	0	0	-
met3	5.6	494	6.326	8
met2	45	3999	34.77	89
No activity file was given, so power comes from the tool's default toggle rates.
