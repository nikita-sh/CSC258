[design.v]
module alu(SW, KEY, LEDR, HEX0, HEX1, HEX2, HEX3, HEX4, HEX5);
	input [7:0] SW;
	input [2:0] KEY;
	output [7:0] LEDR;
	output [6:0] HEX0, HEX1, HEX2, HEX3, HEX4, HEX5;
	wire [7:0] hex1;
	subALU alu0(.A(SW[7:4]), .B(SW[3:0]), .func(KEY[2:0]), .ALUout(hex1));
	assign LEDR = hex1;
	sevenSegDecoder h1(.SW(10'b0000000000), .HEX0(HEX1));
	sevenSegDecoder h3(.SW(10'b0000000000), .HEX0(HEX3));
	sevenSegDecoder ha(.SW({6'b000000, SW[7:4]}), .HEX0(HEX2));
	sevenSegDecoder hb(.SW({6'b000000, SW[3:0]}), .HEX0(HEX0));
	sevenSegDecoder h4alu(.SW({hex1[3:0]}), .HEX0(HEX4));
	sevenSegDecoder h5alu(.SW({hex1[7:4]}), .HEX0(HEX5));
endmodule
module subALU(A, B, func, ALUout);
	input [3:0] A;
	input [3:0] B;
	input [2:0] func;
	output reg [7:0] ALUout;
	wire [3:0] addA1;
	wire addA2;
	rippleCarryAdder add1(.A(A), .B(4'b0001), .cin(1'b0), .s(addA1), .cout(addA2));
	wire [3:0] ab1;
	wire ab2;
	rippleCarryAdder add2(.A(A), .B(B), .cin(1'b0), .s(ab1), .cout(ab2));
	wire [3:0] abv;
	wire abvo;
	fourBitAdd add3(.X(A), .Y(B), .C(abv), .overflow(abvo));
	always @(*)
	begin
		case (func)
			3'b000: ALUout = {3'b000, addA2, addA1};
			3'b001: ALUout = {3'b000, ab2, ab1};
			3'b010: ALUout = {3'b000, abvo, abv};
			3'b011: ALUout = {A | B, A ^ B};
			3'b100: ALUout = {7'b0000000, |(A|B)};
			3'b101: ALUout = {A, B};
			default: ALUout = 8'b00000000;
		endcase
	end
endmodule
module fourBitAdd(X, Y, C, overflow);
	input [3:0] X;
	input [3:0] Y;
	output [3:0] C;
	output overflow;
	assign {overflow, C} = X+Y;
endmodule 
module rippleCarryAdder(A, B, cin, s, cout);
	input [3:0] A;
	input [3:0] B;
	input cin;
	output [3:0] s;
	output cout;
	wire c1;
	wire c2;
	wire c3;
	fullAdder add(
				.a(A[0]),
				.b(B[0]),
				.cin(cin),
				.cout(c1),
				.s(s[0]));
	fullAdder add1(
				.a(A[1]),
				.b(B[1]),
				.cin(c1),
				.cout(c2),
				.s(s[1]));
	fullAdder add2(
				.a(A[2]),
				.b(B[2]),
				.cin(c2),
				.cout(c3),
				.s(s[2]));
	fullAdder add3(
				.a(A[3]),
				.b(B[3]),
				.cin(c3),
				.cout(cout),
				.s(s[3]));
endmodule
module fullAdder(a, b, cin, cout, s);
	input a;
	input b;
	input cin;
	output cout;
	output s;
	assign cout = (a & b) | (a & cin) | (b & cin);
	assign s = (a & ~b & ~cin) | (~a & b & ~cin) | (a & b & cin) | (~a & ~b & cin);
endmodule 
module sevenSegDecoder(SW, HEX0);
	input [9:0] SW;
	output [6:0] HEX0;
	assign HEX0[0] = (~SW[0] & SW[1] & ~SW[2] & ~SW[3]) | 
					     (SW[0] & ~SW[1] & SW[2] & SW[3]) | 
						  (SW[0] & SW[1] & ~SW[2] & SW[3]) | 
						  (~SW[0] & ~SW[1] & ~SW[2] & SW[3]);
	assign HEX0[1] = (SW[0] & SW[2] & SW[3]) | 
						  (SW[0] & SW[1] & ~SW[3]) | 
						  (SW[1] & SW[2] & ~SW[3]) | 
						  (~SW[0] & SW[1] & ~SW[2] & SW[3]);
	assign HEX0[2] = (~SW[0] & ~SW[1] & SW[2] & ~SW[3]) | 
						  (SW[0] & SW[1] & ~SW[3]) | 
						  (SW[0] & SW[1] & SW[2]);
	assign HEX0[3] = (~SW[1] & ~SW[2] & SW[3]) | 
						  (SW[0] & ~SW[1] & SW[2] & ~SW[3]) | 
						  (SW[1] & SW[2] & SW[3]) | 
						  (~SW[0] & SW[1] & ~SW[2] & ~SW[3]);
	assign HEX0[4] = (~SW[0] & ~SW[1] & SW[3]) | 
						  (~SW[1] & ~SW[2] & SW[3]) | 
						  (~SW[0] & SW[1] & ~SW[2]) | 
						  (~SW[0] & SW[1] & SW[3]);
	assign HEX0[5] = (~SW[0] & ~SW[1] & SW[2]) | 
						  (~SW[0] & ~SW[1] & SW[3]) | 
						  (~SW[0] & SW[2] & SW[3]) | 
						  (SW[0] & SW[1] & ~SW[2] & SW[3]);
	assign HEX0[6] = (~SW[0] & ~SW[1] & ~SW[2]) | 
						  (SW[0] & SW[1] & ~SW[2] & ~SW[3]) | 
						  (~SW[0] & SW[1] & SW[2] & SW[3]);
endmodule 
[run.sh]
#!/bin/bash
# OpenROAD 26Q1-2900-gdf79404cd8, Yosys 0.63+post, stock flow scripts
make -C /OpenROAD-flow-scripts/flow DESIGN_CONFIG=/design/flow/config.mk WORK_HOME=/design/flow/orfs finish
[config.mk]
export PLATFORM = sky130hd
export DESIGN_NAME = alu
export DESIGN_NICKNAME = alu
export VERILOG_FILES = /design/flow/design.v
export SDC_FILE = /design/flow/constraint.sdc
export NUM_CORES = 4
export LEC_CHECK = 1
export CORE_AREA = 10 10 84 84
export DIE_AREA = 0 0 94 94
[constraint.sdc]
current_design alu

set clk_period 4.4
set clk_io_pct 0.2

create_clock -name clk0 -period $clk_period

set non_clock_inputs [all_inputs -no_clocks]
set_input_delay [expr $clk_period * $clk_io_pct] -clock clk0 $non_clock_inputs
set_output_delay [expr $clk_period * $clk_io_pct] -clock clk0 [all_outputs]
==> impl_metrics.py <==
# Metrics from the implementation run
metrics = {
    "layout": {
        "num-clock-buffers": 0,
        "finalInstanceArea_um2": 2250,
        "area_growth_pct": 54.5,
        "final_util": 0.431,
        "flops": 0,
        "drive_gt1_frac": 0.247,
        "layout_top_cells": "buf_4 (39), clkdlybuf4s50_1 (31), nand2_1 (20), a21oi_1 (18), nor2_1 (17)",
        "regArea_um2": 0,
        "lay_top_count": "buf_4",
    },
    "min_path": {
        "hp-class": "input port to primary output",
        "min_to": "HEX0[5]",
        "hold_path_depth": 4,
        "hp-start": "SW[0]",
    },
    "grt": {
        "grt_first_pass_wirelength_mm": 7.58,
        "grt_max_degree": 16,
        "grt_pass1_vias": 1689,
        "grt_usage": 0.101,
        "grt-ovfl-total": 0,
        "antenna_found_initial": 0,
    },
    "placement": {
        "dp.final_hpwl_mm": 3.84,
        "postPlaceCellArea_um2": 2150,
        "finalWeightedCongestion": 0.975,
        "port_buffers": 47,
    },
    "critical_path": {
        "cp_max_fo": 5,
        "cp_cell_sequence": "clkdlybuf4s50_1 -> inv_2 -> ha_1 -> a21o_1 -> a21oi_1 -> nor3_1 -> nor3_2 -> inv_2 -> buf_6 -> o32ai_1 -> clkdlybuf4s50_1",
        "end_kind": "primary output",
        "critPathBufInv": 5,
        "cp_data_required_time_ps": 3520,
        "slowest_delay_ps": 510,
        "crit_path_top_delay_cell": "clkdlybuf4s50_1",
        "critPathTopFamily": "buffers and inverters",
        "worstSetupPathType": "input port to primary output",
        "cp-start-kind": "input port",
        "crit_arrival_ps": 3430,
    },
    "timing": {
        "post-route-period-util": 0.979,
        "slew_violations": 0,
        "timing.final.crit_period_ps": 4310,
        "finalHoldViolCount": 0,
        "rsz0062_at_grt": "false",
        "clock.fmax_ghz": 0.232,
        "finalSetupViolCount": 0,
    },
    "drt": {
        "drc": 0,
        "insertedDiodeCount": 0,
        "drt.antenna.violating_nets": 0,
        "vias_per_cell": 4.75,
        "dr.pass1.iters": 4,
        "drt_iter0_drc": 87,
        "finalWirelength_mm": 4.69,
        "vias": 1735,
        "wl_per_cell_um": 12.8,
    },
    "die": {
        "chipArea_um2": 8840,
        "fp-utilization": 0.279,
        "rows": 26,
        "io_pins": 61,
        "die_w_um": 94,
        "core_area_um2": 5200,
        "fp.dieH_um": 94,
    },
    "run_status": {
        "outcome": "completed",
    },
    "power": {
        "irDropWorstVdd_mv": 0.0528,
        "power_density_nw_per_um2": 127,
        "p_leak_nw": 1.03,
        "p_total_mw": 0.285,
    },
    "synth": {
        "ys_seq_frac": 0,
        "synthDistinctLibCells": 50,
        "yosys_area_um2": 1450,
        "avgSynthCellArea_um2": 6.61,
        "yosysTopAreaCell": "ha_1",
        "top_cell_area_share": 0.146,
        "yosys-top-cells-area": "ha_1 (15%), buf_4 (8.3%), a21oi_1 (6.5%)",
        "synth-warning-count": 3,
        "synthCells": 220,
        "yosys-stat-cells": 220,
        "mappedNetlistArea_um2": 1450,
    },
    "job": {
        "tool_warnings": 42,
        "drv_cap": 0,
    },
    "cts": {
        "hold_buffers": 0,
    },
}
-- timing repair --
action,4_1_cts,5_1_grt
buffers inserted,5,1
endpoints found under the setup margin,17,8
resized,37,7
pin swaps,12,5
-- routing by layer --
layer / global-route usage / up-vias / routed length (um)
met3: 0.0307 / 7 / 393
met2: 0.166 / 52 / 2190
met4: 0.0190 / 0 / 68
met1: 0.126 / 767 / 2040
li1: - / 909 / -
met5: 0 / - / 0
-- tightest hold or removal path: cells and delay by family --
family / cells / cell delay [ps]
buffers and inverters: 3 / 710
AOI/OAI and AO/OA: 1 / 90
-- where the power goes --
group / total [mW] / leakage (nW) / internal, mW / switching (mW)
Combinational: 0.285 / 1.03 / 0.159 / 0.126
Clock: 0 / 0 / 0 / 0
Sequential: 0 / 0 / 0 / 0
Total: 0.285 / 1.03 / 0.159 / 0.126
-- synthesized netlist by cell type (3+ instances only) --
cell type / instances
o32ai_1: 3
nand3_1: 9
xnor2_1: 4
a21o_1: 3
inv_2: 4
o22ai_1: 5
clkbuf_1: 6
nor2b_1: 4
o211ai_1: 4
o21ai_1: 5
nor2_1: 18
ha_1: 17
fa_1: 3
nor3_1: 10
o21ai_0: 14
inv_1: 13
nand2_1: 20
buf_4: 16
a22oi_1: 3
a21oi_1: 19
-- worst max-delay path by stage --
stage      from  slack, ps  depth (start not counted)  endpoint
4_1_cts   SW[0]         10                         14   HEX4[4]
5_1_grt   SW[2]          2                         11   HEX5[6]
6_report  SW[2]         90                         11   HEX5[6]
-- cell type report --
class              instances  area, um^2
fillers                  558        2960
repair buffers            88         764
inverters                 17        66.3
well taps                 70        87.6
multi-input cells        190        1330
-- through the flow --
stage	TNS (ps)	instances	hold slack (ps)	setup WS, ps
after floorplan	0	232	1900	631
after global placement	-5080	359	2890	-375
after detailed placement	-5420	359	2890	-392
after CTS	0	364	2640	13.9
after global routing	0	365	2600	1.65
final	0	365	2550	91.3
-- cells by family (layout without fill, tap and decap cells) --
logic type	count (synthesis)	after routing	synth area share
adder cells (fa/ha/maj)	20	20	0.188
AND-OR/OR-AND	74	74	0.350
other	2	14	0.00517
AND/OR/NAND/NOR	76	76	0.258
buffers and inverters	42	105	0.161
XOR/XNOR	4	4	0.0241
multiplexers	2	2	0.0138
No activity file was given, so power comes from the tool's default toggle rates.
