`./design.v`:
```
module sequenceRecognizer(SW, KEY, LEDR);
	input [9:0] SW;
	input [3:0] KEY;
	output [9:0] LEDR;
	wire w, clock, reset, z;
	reg [2:0] y_Q, Y_D;  
	localparam A = 3'b000, B = 3'b001, C = 3'b010, D = 3'b011, E = 3'b100, F = 3'b101, G = 3'b110;
	assign w = SW[1];
	assign clock = KEY[0];
	assign reset = SW[0];
	assign LEDR[9] = z;
	assign LEDR[2:0] = y_Q;
	always @(*)
	begin  
		case (y_Q)
			A: begin
					if (!w) Y_D = A;
					else Y_D = B;
				end
			B: begin
					if (!w) Y_D = A;
					else Y_D = C;
				end
			C: begin
					if (!w) Y_D = E;
					else Y_D = D;
				end
			D: begin
					if (!w) Y_D = E;
					else Y_D = F;
				end
			E: begin
					if (!w) Y_D = A;
					else Y_D = G;
				end
			F: begin
					if (!w) Y_D = E;
					else Y_D = F;
				end
			G: begin
					if (!w) Y_D = A;
					else Y_D = C;
				end
			default: Y_D = A;
		endcase
	end
	always @(posedge clock)
	begin		 
		if (reset == 1'b0)
			y_Q = A;
		else
			y_Q = Y_D;
	end		 
	assign z = ((y_Q == F) || (y_Q == G));
endmodule 
```
`./run.sh`:
```
#!/bin/bash
# OpenROAD 26Q1-2900-gdf79404cd8, Yosys 0.63+post, stock flow scripts
make -C /OpenROAD-flow-scripts/flow DESIGN_CONFIG=/design/flow/config.mk WORK_HOME=/design/flow/orfs finish
```
`./config.mk`:
```
export PLATFORM = sky130hd
export DESIGN_NAME = sequenceRecognizer
export DESIGN_NICKNAME = sequenceRecognizer
export VERILOG_FILES = /design/flow/design.v
export SDC_FILE = /design/flow/constraint.sdc
export NUM_CORES = 4
export LEC_CHECK = 1
export CORE_AREA = 10 10 70 70
export DIE_AREA = 0 0 80 80
```
`./constraint.sdc`:
```
current_design sequenceRecognizer

set clk_period 1.2
set clk_io_pct 0.2

create_clock -name clk0 -period $clk_period [get_ports {KEY}]

set non_clock_inputs [all_inputs -no_clocks]
set_input_delay [expr $clk_period * $clk_io_pct] -clock clk0 $non_clock_inputs
set_output_delay [expr $clk_period * $clk_io_pct] -clock clk0 [all_outputs]
```
==> flow_summary.toml <==
# implementation run metrics
[run_status]
outcome = "finished, final reports clean"

[floorplan]
die_y_um = 80
fp.dieW_um = 80
core_area_sq_um = 3420
die_area_sq_um = 6400
fp_util_pct = 6.04
rows = 21
pin_count = 24

[route]
post-route-drc-count = 0
dr.pass1.iters = 3
vias = 177
drt_iter0_markers = 3
vias_per_cell = 2.11
diodes = 0
ant_nets = 0
drt_wl_total_um = 522
routedWlPerCell_um = 6.21

[logic_synthesis]
yosys.cell_types.count = 14
syn_area_sq_um = 206
yosys_area_sq_um = 206
xor_area_share_pct = 8.48
yosys_warnings = 7
fa_ha_area_share_pct = 0
synthCells = 25
synth_area_leader_cell = "dfxtp_1"
synth.mux.area_fraction_pct = 0
compound_area_share_pct = 9.70
ys.flops = 3
topCombFamilyByArea = "buffers and inverters"
yosysTopAreaCellShare_pct = 29.1
avgSynthCellArea_sq_um = 8.26
topCellsByArea = "dfxtp_1 29%, buf_4 25%, nor2_1 7.3%"
simple_gate_area_share_pct = 25.5
ys_seq_share_pct = 29.1
ys_cells = 25

[layout]
most-common-layout-cells = "6 x conb_1, 4 x nor2_1, 4 x buf_4"
drive_above_1_share_pct = 42.1
final_common_cell = "conb_1"
largest_register_ffs = 3
area_growth_syn_to_layout_pct = 81.2
stdcell_count = 84
final_util_pct = 11.0

[global_routing]
grt_use_met2_pct = 2.41
grt_pass1_vias = 195
antenna_found_initial = 0
grt_use_met3_pct = 1.02
grt_busiest_layer = "met2"
grt_usage_pct = 1.60
grtUsageMet1_pct = 1.46
overflow = 0
grt_pass1_wl_um = 821
grt_max_degree = 5

[sta]
timing.final.crit_share_pct = 96.6
finalSetupViolCount = 0
min_period_ns = 1.16
finalMaxSlewViolations = 0
fmax_mhz = 862
whs_ns = 0.596
finalClockSkew_ns = 0.00101
grt_setup_unrepaired = "true"
finalHoldViolCount = 0

[power]
pwr-share-seq_pct = 34.4
switchingPower_uw = 57.9
leakagePower_uw = 0.000158
p_sw_share_pct = 18.0
pwr_density_cell_nw_per_um2 = 859
ir_worst_vdd_mv = 0.137
pwr-share-comb_pct = 17.0
p_int_uw = 263
p_clk_share_pct = 48.6

[place]
dp_cells = 79
dp_hpwl_um = 423
gp_congestion = 0.651
port_buffers = 6

[worst_hold_path]
worstHoldStart = "SW[0]"
worstHoldPathCells = 2
min_to = "y_Q[2]$_SDFF_PN0_"
hold_path_class = "input port to register"

[critical_path]
cp.required_ns = 0.96
slowest_stage = "dfxtp_4"
crit_type = "register to output port"
crit_cells = 3
crit_family = "flip-flops"
start_kind = "register"
r2r_end = "y_Q[1]$_SDFF_PN0_"
cp.arrival_ns = 0.92
reg2reg_setup_slack_ns = 0.20
worst_setup_path_end_kind = "output port"
crit_path_max_incr_delay_ns = 0.35
path_cells = "nand2b_4 > a21boi_2 > buf_2"
r2r_cells = 5
cp_max_fo = 4
r2r_start = "y_Q[2]$_SDFF_PN0_"
worstPathBufferInverterCount = 1

[run]
max_cap_viol_count = 0
warning_count = 64

[clocking]
clk_latency_ns = 0.21
cts_tree = "yes"
clkSinkCount = 3
clk_pin_slew_ns = 0.03
root_buffer = "clkbuf_4"
clockBufferDepth = 2
numCtsBuffers = 3
cts_max_level = 1
cts_hold_buffers = 0
cells by family (layout without fill, tap and decap cells):
family,Yosys count,after routing
xor+xnor,2,2
buf+inv,7,15
other cells,1,6
simple gates,9,9
flops,3,3
compound gates,3,3
repair_timing:
item	in CTS	in global routing
pin swaps	1	1
setup endpoints to repair	4	1
buffers inserted	1	0
gates resized	11	4
per-stage QoR:
stage               setup WS [ns]  area (sq um)  TNS [ns]  power, uW
floorplan                   0.234           225         0        145
CTS                       0.00216           358         0        353
detailed placement         -0.159           320    -0.193        164
global placement           -0.144           320    -0.185        163
global route              -0.0279           374   -0.0279        373
finish                     0.0405           374         0        321
Yosys cell counts:
cell,instances
a21boi_1,1
buf_4,7
conb_1,1
dfxtp_1,3
nand2_1,1
nand2b_1,1
nand2b_2,1
nor2_1,4
nor2b_1,1
nor3b_2,1
o21a_1,1
o21ai_1,1
xnor2_1,1
xor2_1,1
worst max-delay path by stage:
stage / startpoint / to
CTS: y_Q[0]$_SDFF_PN0_ / LEDR[9]
global route: y_Q[1]$_SDFF_PN0_ / LEDR[9]
finish: y_Q[1]$_SDFF_PN0_ / LEDR[9]
power groups by stage:
stage         sequential (uW)  clock [uW]  combinational [uW]
finish                    111         156                54.5
global route              111         201                61.2
CTS                       112         188                52.7
worst reg2reg max path, stage by stage (launching register included):
cell,delay (ns)
dfxtp_2,0.31
buf_6,0.10
buf_4,0.14
nor2_1,0.11
xor2_1,0.17
nor2_1,0.06
metal layers:
layer | routed length (um) | up-vias | share of wire, %
met5 | 0 | - | 0
met4 | 23 | 0 | 4.4
met3 | 61 | 2 | 12
met2 | 256 | 9 | 49
met1 | 179 | 74 | 34
li1 | - | 92 | -
area by class of cell:
class / instances / area [sq um]
clock buffers: 4 / 26.3
fillers: 404 / 3040
multi-input cells: 20 / 129
flip-flops and latches: 3 / 68.8
well taps: 46 / 57.6
repair buffers: 11 / 92.6
No activity file was given, so power comes from the tool's default toggle rates.
